`./run.sh`:
```
#!/bin/bash
# OpenROAD 26Q1-2900-gdf79404cd8, Yosys 0.63+post, stock flow scripts
make -C /OpenROAD-flow-scripts/flow DESIGN_CONFIG=/design/flow/config.mk WORK_HOME=/design/flow/orfs finish
```
`./config.mk`:
```
export PLATFORM = sky130hd
export DESIGN_NAME = Decodificador_BCD
export DESIGN_NICKNAME = Decodificador_BCD
export VERILOG_FILES = /design/flow/design.v
export SDC_FILE = /design/flow/constraint.sdc
export NUM_CORES = 4
export LEC_CHECK = 1
export CORE_AREA = 10 10 70 70
export DIE_AREA = 0 0 80 80
```
`./constraint.sdc`:
```
current_design Decodificador_BCD

set clk_period 7.2
set clk_io_pct 0.2

create_clock -name clk0 -period $clk_period

set non_clock_inputs [all_inputs -no_clocks]
set_input_delay [expr $clk_period * $clk_io_pct] -clock clk0 $non_clock_inputs
set_output_delay [expr $clk_period * $clk_io_pct] -clock clk0 [all_outputs]
```
`./design.v`:
```
module Decoder (
    input wire [3:0] decoder_in,  
    output reg [0:6] decoder_out
);
    always @ (decoder_in) begin
        case (decoder_in)
            0: decoder_out = 7'b0000001;
            1: decoder_out = 7'b1001111;
            2: decoder_out = 7'b0010010;
				3: decoder_out = 7'b0000110;
				4: decoder_out = 7'b1001100;
				5: decoder_out = 7'b0100100;
				6: decoder_out = 7'b0100000;
				7: decoder_out = 7'b0001111;
				8: decoder_out = 7'b0000000;
            9: decoder_out = 7'b0000100;
				10: decoder_out = 7'b0001000;
				11: decoder_out = 7'b1100000;
				12: decoder_out = 7'b0110000;
				13: decoder_out = 7'b1000000;
				14: decoder_out = 7'b0110000;
				15: decoder_out = 7'b0111000;
            default: decoder_out = 7'b1111111;  
        endcase
    end
endmodule
module Decodificador_BCD #(
      parameter IN = 6,
    parameter S = 7
)(
    input [IN-1:0] bcd_in,
    output [0:S-1] bcd_out1, bcd_out2
);
    wire [3:0] unidades, decenas;
    assign unidades = bcd_in % 10;
    assign decenas = (bcd_in %100) /10;
Decoder D1(
    .decoder_in(unidades),
    .decoder_out(bcd_out1)
);
Decoder D2(
    .decoder_in(decenas),
    .decoder_out(bcd_out2)
);  
endmodule
```
==> run notes <==
Implementation numbers.

- The flow ran to the end, and the final reports show no timing, DRC or antenna violations.
- Subtracting the final worst setup slack from the clock period gives between 6 and 7 ns.
- The post-synthesis instance total is 108.
- The yosys-reported design area after synthesis reads between 700 and 800 sq um.
- The buffers inserted during post-CTS setup optimization is 0.
- According to the floorplan report, the die width is 80 um.
- The standard-cell row count reads 21.
- The cell total after placement reads approximately 170.
- The first global-routing pass estimated 3400 um of wire.
- The final-layout worst hold slack reads 4.10 ns.
- The count of endpoints failing setup in the final report reads 0.
- The area fraction of the dominant cell type after synthesis reads 17.4%.
- Per the run report, area growth between synthesis and finish was 28.5%.
- The buffer_ports step reported a buffer count of 20.
- The detail-routed via count per cell is approximately 4.8.
- The total wire length after detailed routing reads approximately 1900 um.
- The core region is 0.00342 sq mm.
- The number of top-level pins reads 20.
- Registers take 0 sq um.
- By area the synthesized netlist is led by ha_1, a21oi_1, nand2_1.
- The most numerous logic cell after layout is clkdlybuf4s50_1.
- The number of cells in Yosys stat reads 108.
- The count of final hold-check violations reads 0.
- The number of distinct library cells after synthesis is between 40 and 50.
- Across all setup checks in the final design, the least slack found is between 0.8 and 0.9 ns.
- For this run, the number of Yosys warnings is 1.
- The pin count of the biggest net entering global routing reads 13.
- The max capacitance violation total reads 0.
- The sequential element share of the synthesized area is 0%.
- The number of clock buffer instances in the layout is 0.
- The setup total negative slack is 0 ns.
- Once the floorplan was initialized, standard cells occupied 23.1% of the core.
- There are 0 flip-flops and latches.
- The post-synthesis cell type with the largest combined area is ha_1.
- The tally of filler cells in the layout is 362.
- The total overflow left after global routing is 0.
- The count of pins over their slew limit is 0.
- Note, the detailed placer reported a final HPWL of 1620 um.
- The length of the first detailed-routing pass in iterations reads 4.
- The power report lists cell-internal power as approximately 60 uW.
- In this run the cell area measured after placement is approximately 0.0010 sq mm.
- The maximum fanout encountered on the critical timing path is 8.
- The post-detailed-route count of antenna-violating nets reads 0.
- The part of the power in the clock network is 0%.
- The worst setup path is captured at an output port.
- The number of antenna violations at the first check in global routing is 0.
- The number of global-route vias before repair is roughly 780.
- The stage logs contain a warning count of 38.
- The post-detailed-route wirelength per cell is 11.2 um.
- Total power normalized to cell area comes to 108 mW/mm^2.
- The die area reads 0.00640 sq mm.
- The transition time at the pin with the least slew margin reads between 0.4 and 0.5 ns.
- The post-route clock period utilization reads 88.7%.
- Looking at the setup timing report, the critical path kind is primary input to output port.
- The via count reads 812.
- The die is 80 um tall.
- The power report puts the leakage power at 0.404 nW.
- The highest clock rate this design can be run at is 157 MHz.
- The flow reports that combinational logic draws 100.0% of the design power.
- In this run, post-CTS repair resized a total of 0 instances.
- Summed over all nets, the switching power comes to ~50 uW.
- Setup repair after global routing left no endpoint under its margin.
- The layout report lists the multi-input gate area as approximately 730 sq um.
- After clock tree synthesis, the flow added hold-fix buffers numbering 0.
- STA puts the critical path data arrival time at 4.94 ns.
- The final weighted congestion in routability-driven placement reads 0.863.
- The first routing iteration left 69 violations.
- The power consumption reads 110 uW.
- Per the post-place timing report, worst setup slack is about 0.8 ns.
- The peak supply drop is 0.0194 mV.
- The post-route cell area is 0.00101 sq mm.
- The filler-free cell count of the finished design reads about 170.
- Across every metal layer, demand over resource in global routing totals 6.01%.
- The sequential power share is 0%.
- The most critical min-delay path falls under primary input to output port.
- The routed design ends up with an antenna cell count of 0.
- The switching power as a share of total power reads 45.7%.
- The final core area utilization is 29.7%.
- The worst slew margin relative to its limit reads 70.7%.
- The nature of the critical path startpoint reads a primary input.
- Per the final layout report, the fraction of cells sized above drive strength 1 comes to 13.7%.
- The combined area of all synthesized cells reads 790 sq um.
- For the worst setup path, the data required time is 5.76 ns.
- The top cell types in the final layout, fill and taps aside, are clkdlybuf4s50_1, nand2_1, ha_1, a21oi_1.
- For reference, the post-synthesis area per instance comes to 7.31 sq um.
- The final routed DRC violation total is 0.
## final cells by class
class	count	share of cell area [%]
inverter	8	2.96
multi-input combinational	96	71.6
tap	46	5.67
timing repair buffer	20	19.7
## routing by layer
metal / vias to the layer above / global-route usage (%) / routed length [um]
met2: 7 / 10.4 / 938
met4: 0 / 0.880 / 17
met3: 2 / 0.114 / 25
met1: 370 / 8.26 / 922
li1: 433 / - / -
met5: - / 0 / 0
## worst max-delay path, stage by stage
cell             delay (ns)
clkdlybuf4s50_1        0.53
nor2_1                 0.21
inv_1                  0.08
ha_1                   0.30
and3b_4                0.21
a21o_1                 0.19
a221oi_4               0.44
nor3_1                 0.08
a21oi_1                0.25
inv_1                  0.17
ha_1                   0.31
a221oi_2               0.23
a31oi_1                0.06
clkdlybuf4s50_1        0.43
## path summary, 6_finish.rpt
path | cells after the start | endpoint | slack, ns | from
worst max-delay path | 14 | bcd_out1[3] | 0.82 | bcd_in[3]
worst min-delay path | 4 | bcd_out1[4] | 4.10 | bcd_in[0]
## cells by family (layout without fill, tap and decap cells)
group	after synthesis	in the layout	share of synthesized area (%)
buffers and inverters	12	28	7.92
AND-OR/OR-AND	39	39	41.0
multiplexers	1	1	1.27
adder cells (fa/ha/maj)	11	11	17.4
AND/OR/NAND/NOR	44	44	30.3
XOR/XNOR	1	1	2.06
## power by group through the flow
stage / combinational [mW] / clock (mW) / sequential, mW
global route: 0.124 / 0 / 0
finish: 0.110 / 0 / 0
CTS: 0.111 / 0 / 0
## cell usage after synthesis, drive strengths merged (3+ instances only)
library cell,number
nand3,3
nor2b,6
o21ai,8
nand2,12
nand2b,3
nor3,5
o211ai,3
nor2,7
buf,4
a21oi,9
ha,11
inv,7
Power figures rest on the tool's default switching activity, not on a simulated workload.
