`/design/flow/run.sh`:
```
#!/bin/bash
# OpenROAD 26Q1-2900-gdf79404cd8, Yosys 0.63+post, stock flow scripts
make -C /OpenROAD-flow-scripts/flow DESIGN_CONFIG=/design/flow/config.mk WORK_HOME=/design/flow/orfs finish
```
`/design/flow/config.mk`:
```
export PLATFORM = sky130hd
export DESIGN_NAME = DecodificadorBCD
export DESIGN_NICKNAME = DecodificadorBCD
export VERILOG_FILES = /design/flow/design.v
export SDC_FILE = /design/flow/constraint.sdc
export NUM_CORES = 4
export LEC_CHECK = 1
export CORE_UTILIZATION = 30
```
`/design/flow/constraint.sdc`:
```
current_design DecodificadorBCD

set clk_period 13.2
set clk_io_pct 0.2

create_clock -name clk0 -period $clk_period

set non_clock_inputs [all_inputs -no_clocks]
set_input_delay [expr $clk_period * $clk_io_pct] -clock clk0 $non_clock_inputs
set_output_delay [expr $clk_period * $clk_io_pct] -clock clk0 [all_outputs]
```
`/design/flow/design.v`:
```
module Decoder (
    input wire [3:0] decoder_in,  
    output reg [0:6] decoder_out
);
    always @ (decoder_in) begin
        case (decoder_in)
            0: decoder_out = 7'b0000001;
            1: decoder_out = 7'b1001111;
            2: decoder_out = 7'b0010010;
				3: decoder_out = 7'b0000110;
				4: decoder_out = 7'b1001100;
				5: decoder_out = 7'b0100100;
				6: decoder_out = 7'b0100000;
				7: decoder_out = 7'b0001111;
				8: decoder_out = 7'b0000000;
            9: decoder_out = 7'b0000100;
				10: decoder_out = 7'b0001000;
				11: decoder_out = 7'b1100000;
				12: decoder_out = 7'b0110000;
				13: decoder_out = 7'b1000000;
				14: decoder_out = 7'b0110000;
				15: decoder_out = 7'b0111000;
            default: decoder_out = 7'b1111111;  
        endcase
    end
endmodule
module DecodificadorBCD (
    input wire [9:0] BCD_in,  
    output wire [0:6] D1,D2,D3,D4
);
reg [3:0] unidades,decenas,centenas,millares;
    always @ (BCD_in) 
	 begin
	 unidades = BCD_in % 10;
	 decenas = (BCD_in % 100) / 10;
	 centenas = (BCD_in % 1000) / 100;
	 millares = BCD_in / 1000;
	 end
	 Decoder D1_inst(
	 .decoder_in(unidades),
	 .decoder_out(D1)
	 );
	 Decoder D2_inst(
	 .decoder_in(decenas),
	 .decoder_out(D2)
	 );
	 Decoder D3_inst(
	 .decoder_in(centenas),
	 .decoder_out(D3)
	 );
	 Decoder D4_inst(
	 .decoder_in(millares),
	 .decoder_out(D4)
	 );
endmodule
```
==> results.toml <==
# yosys + openroad results
[worst_hold_path]
hold_path_class = "in -> out"

[yosys]
synth_area_per_cell_um2 = 6.811
ys_chip_area_um2 = 4114
ys_top_cells_by_area = "ha_1, nor2_1, nand2_1, a21oi_1, o21ai_0"
synth_cells = 604
ys_cells = 604
top_cell_area_share = 0.06691
top_area_cell = "ha_1"
yosys_warnings = 2
ys_types = 101
synthesis.area_um2 = 4114
ys_seq_frac = 0

[floorplan]
die-area_um2 = 14190
chipWidth_um = 119.1
die_h_um = 119.1
fp-row-count = 42
fp.coreArea_um2 = 13300
fp_util = 0.3094
io_pins = 38

[setup_path]
critPathLaunchType = "input pin"
cp_max_fo = 23
path_class = "in -> out"
critPathRequiredTime_ps = 10560
cp.arrival_ps = 9670
cp-end-kind = "primary output"

[pwr]
intPower_mw = 0.2492
p_per_area_nw_per_um2 = 117.9
sw_frac_of_total = 0.5285
combPwrFrac = 1.000
power_mw = 0.5286
p_leak_nw = 1.604
vdd_drop_max_mv = 0.06977
power_switching_mw = 0.2794
clock_power_share = 0
seqPwrFrac = 0

[timing]
fmax_mhz = 81.25
maxSlewViolCount = 0
finalHoldViolCount = 0
min_period_ps = 12310
setup_viol = 0
fin_setup_tns_ps = 0
worst_pin_slew_ps = 823.6
fin_crit_sh = 0.9324
rsz0062_at_grt = "no"
relSlewSlack = 0.4492

[job]
tool_warnings = 46
maxCapViolCount = 0

[routing]
vias_per_cell = 5.988
wl_mm = 11.69
remaining_drc_errors = 0
initialDrtViolationCount = 322
dr_total_vias = 4641
drt-pass1-iter-count = 5
antenna_left = 0
n_antenna_cell = 0
wl_per_cell_um = 15.09

[layout]
seqCellArea_um2 = 0
fillers = 1354
clock_buffers = 0
design.seq.count = 0
lay_top_cells = "nor2_1, nand2_1, a21oi_1"
lay_top_count = "nor2_1"
synthToLayoutAreaGrowth_pct = 8.972
layout-drive-gt1-share = 0.1068

[placement]
gp_congestion = 0.9491
dpl.hpwl_mm = 8.790
port_buffers = 35

[clock_tree]
postCtsSetupBuffers = 0
hold_buffers = 0
cts-resized-gates = 0

[global_route]
grt_pass1_vias = 3996
groute.usage.overall = 0.1642
grt_pass1_wl_mm = 19.73
grt_antenna_before_repair = 0
gr-total-overflow = 0
grt_max_degree = 41

[status]
status = "finished clean"
-- cells in the mapped netlist (5+ instances only) --
cell,count
a211o_1,10
a211oi_1,13
a21o_1,9
a21oi_1,36
a22oi_1,8
a31oi_1,8
and2_1,8
and3_1,6
buf_2,14
buf_4,11
clkbuf_1,21
ha_1,22
inv_1,19
mux2i_1,16
nand2_1,51
nand2b_1,9
nand3_1,16
nand3b_1,6
nand4_1,8
nor2_1,60
nor2b_1,5
nor3_1,17
nor4_1,7
o211ai_1,9
o21a_1,9
o21ai_0,33
o21ai_1,7
o22ai_1,7
o31ai_1,5
or3_1,6
xnor2_1,11
-- worst max-delay path: stages --
cell and delay (ps):
clkdlybuf4s50_1 1000, inv_2 160, nor2_1 150, ha_1 240, nand2b_1 170, o21a_1 270
nor3_4 360, xnor2_1 280, o32a_1 380, xor2_2 270, a21boi_1 370, o22ai_1 160
or2_0 340, a221o_1 410, o22ai_2 470, a31oi_1 190, a31oi_1 450, inv_1 180
ha_1 350, a21oi_1 150, nor2_1 60, a21oi_1 130, clkdlybuf4s50_1 470
-- cell families (layout without fill, tap and decap cells) --
group | count (synthesis) | after routing | share of synthesized area
compound gates | 238 | 238 | 0.4492
mux | 20 | 20 | 0.05261
buf+inv | 71 | 65 | 0.08637
simple gates | 231 | 231 | 0.2965
xor+xnor | 15 | 15 | 0.03376
fa+ha+maj | 27 | 27 | 0.07968
other cells | 2 | 3 | 0.001825
-- cell type report --
cell class	instances	area (um2)	area share
multi-input cells	534	3762	0.8392
repair buffers	45	425.4	0.09489
well taps	176	220.2	0.04912
inverters	20	75.07	0.01675
-- worst paths after layout --
check | start | endpoint | cells past startpoint
worst max-delay path | BCD_in[8] | D2[3] | 23
worst min-delay path | BCD_in[0] | D1[1] | 3
-- power by group through the flow --
stage	Sequential, mW	Clock [mW]	Combinational (mW)
after CTS	0	0	0.525
after global routing	0	0	0.584
final	0	0	0.529
-- metal layers --
layer | wire length, um | global-route usage | vias up
li1 | - | - | 2320
met2 | 5054 | 0.2522 | 163
met1 | 5749 | 0.2536 | 2140
met3 | 718 | 0.01174 | 18
met5 | 0 | 0 | -
met4 | 170 | 0.02453 | 0
-- per-stage QoR --
stage          area, um2  hold slack (ps)  instances    util  setup WS, ps
6_report            4483             6546        775  0.3372         892.2
5_1_grt             4483             6630        775  0.3372         377.0
4_1_cts             4483             6554        775  0.3372          1000
3_5_place_dp        4483             6543        775  0.3372          1030
3_3_place_gp        4483             6546        775  0.3372          1144
2_1_floorplan       4118             5380        605       -          2957
Power figures rest on the tool's default switching activity, not on a simulated workload.
